<file path="run.sh">
#!/bin/bash
# OpenROAD 26Q1-2900-gdf79404cd8, Yosys 0.63+post, stock flow scripts
make -C /OpenROAD-flow-scripts/flow DESIGN_CONFIG=/design/flow/config.mk WORK_HOME=/design/flow/orfs finish
</file>
<file path="config.mk">
export PLATFORM = sky130hd
export DESIGN_NAME = shifter
export DESIGN_NICKNAME = shifter
export VERILOG_FILES = /design/flow/design.v
export SDC_FILE = /design/flow/constraint.sdc
export NUM_CORES = 4
export LEC_CHECK = 1
export CORE_AREA = 10 10 70 70
export DIE_AREA = 0 0 80 80
</file>
<file path="constraint.sdc">
current_design shifter

set clk_period 2.4
set clk_io_pct 0.2

create_clock -name clk0 -period $clk_period [get_ports {clk}]

set non_clock_inputs [all_inputs -no_clocks]
set_input_delay [expr $clk_period * $clk_io_pct] -clock clk0 $non_clock_inputs
set_output_delay [expr $clk_period * $clk_io_pct] -clock clk0 [all_outputs]
</file>
<file path="design.v">
module shifter(input clk, output reg [7:0]out);
reg [7:0]counter;
always@(posedge clk) begin
	if(out==8'b00000000) begin
		counter<=0;
		out<=1;
	end
	else begin 
		if (counter<8'b11111111)begin
			out[7] <= out[4]^out[3]^out[2]^out[0];
      			out[6] <= out[7];
      			out[5] <= out[6];
      			out[4] <= out[5];
      			out[3] <= out[4];
      			out[2] <= out[3];
      			out[1] <= out[2];
      			out[0] <= out[1];
			counter<=counter+1;
		end
		else begin
			counter<=0;
		end
	end
end
endmodule		
</file>
==> results.txt <==
MI comb area - 325.3 um^2
initial antenna violation count - 0
boundary pin count - 9
Starting DRT DRC Count - 6
Crit Path Class - reg -> out
main area contributors - dfxtp_1 50%, mux2_2 10%, xnor2_1 6.8%
Antenna Cells - 0
IO buf count - 8
Flop area - 320.3 um^2
fraction of layout cells with a size suffix above 1 - 22.54%
row cnt - 21
clk_skew - 0.008488 ns
TritonCTS Buffers - 3
die footprint - 6400 um^2
status - completed
Buf/Inv on CP - 1
period utilization - 71.34%
CP Max Fanout - 5
H-tree depth - 1
Hold Path Class - reg -> reg
tool warning count - 25
CTS resizes - 0
yosys stat area - 645.6 um^2
peak supply drop - 0.4551 mV
Setup-failing EPs final - 0
Post-Route WL - 1123 um
RSZ-0062 raised after global routing - no
Mapped Cells - 59
max-cap violation count - 0
DP Cell Count - 113
Post-CTS Repair Setup Buffers - 0
Crit path max-delay family - buffers and inverters
CTS tree - done
Die Span Y - 80 um
Setup crit start kind - flop
Root Driver - clkbuf_4
Routed Antenna Nets - 0
worst-margin pin slew - 0.2866 ns
data arrival time of the worst path - 1.23 ns
Routability Congestion - 0.7373
setup TNS - 0 ns
clk ins delay skew pair - 0.29 ns
FILL cells - 382
CTS Buffer Depth - 2
First-pass DRT Iterations - 3
Slew Viols, Final - 0
HPWL Detailed - 811 um
first-pass GRT wire length - 2139 um
Synth Seq Share - 49.61%
worst endpoint required time - 1.92 ns
# hold bufs at CTS - 0
synth warn - 1
global route overflow - 0
Core Density at Floorplan - 18.90%
wire length per cell - 9.598 um
final instance area - 819.5 um^2
vias - 455
Synth-to-Final Area Change - 26.94%
worst path cell trace - clkdlybuf4s50_1
pre-CTS setup slack - 0.9129 ns
largest net degree at the start of global routing - 11
Core Region - 3416 um^2
Mapped Avg Cell Area - 10.94 um^2
Pwr Density - 538.1 nW/um^2
Die Wd - 80 um
Top cell area share - 49.61%
fmax - 0.5841 GHz
leading area contributor after synthesis - dfxtp_1
worst setup margin - 0.6879 ns
CTS sink count - 16
final hold viol count - 0
gr usage total - 4.033%
Reg clk slew, reported paths - 0.10 ns
placed cell area - 783.3 um^2
post-synthesis cell area - 645.6 um^2
min Tclk post-route - 1.712 ns
crit-path max cell delay - 0.51 ns
Finished Layout Cells - 117
crit end category - primary output
CP max stage cell - clkdlybuf4s50_1
vias in the first global route - 489
Synth flops - 16
Leak - 0.0003242 uW
Slew HR - 80.85%
Yosys cell types - 18
DRC Markers - 0
vias per std cell - 3.889
yosys cell count - 59
-- routing by layer --
metal / track usage [%] / wire length, um / vias up
met2: 5.859 / 468 / 11
li1: - / - / 229
met5: 0 / 0 / -
met4: 0.1761 / 7 / 0
met1: 4.878 / 505 / 213
met3: 3.068 / 142 / 2
-- cells in the mapped netlist --
library cell and n:
dfxtp_1 16, nor2_1 8, mux2_2 6, xnor2_1 5, nand3_1 4, xor2_1 3, and3_1 2, nand4_1 2
nor2_4 2, o21ai_0 2, or4_4 2, a21o_1 1, and2_1 1, ha_1 1, mux2i_1 1, nor2_2 1
o22a_1 1, or2_2 1
-- metrics by stage --
stage	util [%]	total power [uW]	hold WS, ns
2_1_floorplan	-	271.4	0.4256
3_3_place_gp	22.93	271.4	0.4388
3_5_place_dp	22.93	271.4	0.4512
4_1_cts	23.99	447.1	0.4737
5_1_grt	23.99	457.8	0.5034
6_report	23.99	441.0	0.4749
-- final cells by class --
class	instances	share of cell area, %
multi-input cells	43	39.69
repair buffers	8	9.771
flip-flops and latches	16	39.08
well taps	46	7.023
clock buffers	4	4.427
-- final timing paths --
path                                end  slack [ns]  cells after the start             startpoint
setup / recovery                 out[3]        0.69                      1    out[3]$_SDFFE_PN0N_
hold / removal    counter[0]$_SDFF_PP0_        0.47                      1  counter[0]$_SDFF_PP0_
setup reg to reg    out[6]$_SDFFE_PN0N_        0.88                      4  counter[0]$_SDFF_PP0_
hold reg to reg   counter[0]$_SDFF_PP0_        0.47                      1  counter[0]$_SDFF_PP0_
-- logic make-up after synthesis --
family / after synthesis / synth area share, %
xor gates and xnor gates: 8 / 10.85
AOI/OAI and AO/OA: 4 / 4.071
and+or+nand+nor: 23 / 21.51
adders and majority gates: 1 / 1.938
DFF: 16 / 49.61
muxes: 7 / 12.01
-- power by group --
part	total [uW]	internal (uW)	switching [uW]	leakage, uW
combinational	0.000174	0	0	0.000174
sequential	265	265	0	0.000129
clock	176	92.4	83.4	0.0000210
total	441	358	83.4	0.000324
-- cell usage in the layout (no fill, tap or decap), drive strengths merged --
master and instances:
ha 1, xnor2 5, nand3 4, xor2 3, o22a 1, a21o 1
clkdlybuf4s50 8, or4 2, mux2 6, mux2i 1, dfxtp 16, o21ai 2
and2 1, or2 1, and3 2, clkbuf 4, nor2 11, nand4 2
-- registers in the layout, summed over array words and instances (netlist names) --
| register | count |
|---|---|
| counter | 8 |
| out | 8 |
Power and IR drop assume default switching activity.
