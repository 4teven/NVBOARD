### run.sh
#!/bin/bash
# OpenROAD 26Q1-2900-gdf79404cd8, Yosys 0.63+post, stock flow scripts
make -C /OpenROAD-flow-scripts/flow DESIGN_CONFIG=/design/flow/config.mk WORK_HOME=/design/flow/orfs finish
### config.mk
export PLATFORM = sky130hd
export DESIGN_NAME = top
export DESIGN_NICKNAME = top
export VERILOG_FILES = /design/flow/design.v
export SDC_FILE = /design/flow/constraint.sdc
export NUM_CORES = 4
export LEC_CHECK = 1
export CORE_UTILIZATION = 30
### constraint.sdc
current_design top

set clk_period 4.5
set clk_io_pct 0.2

create_clock -name clk0 -period $clk_period [get_ports {clk}]

set non_clock_inputs [all_inputs -no_clocks]
set_input_delay [expr $clk_period * $clk_io_pct] -clock clk0 $non_clock_inputs
set_output_delay [expr $clk_period * $clk_io_pct] -clock clk0 [all_outputs]
### design.v
module seg(
  input [3:0]in,
  input clk,
  output reg [7:0] segout
);
always@(posedge clk)begin
	case(in)
		4'b1111:segout<=8'b01110000;
		4'b1110:segout<=8'b01100000;
		4'b1101:segout<=8'b10000100;
		4'b1100:segout<=8'b01100010;
		4'b1011:segout<=8'b11000000;
		4'b1010:segout<=8'b00010000;
		4'b1001:segout<=8'b00011000;
		4'b1000:segout<=8'b00000000;
		4'b0111:segout<=8'b00011110;
		4'b0110:segout<=8'b01000000;
		4'b0101:segout<=8'b01001000;
		4'b0100:segout<=8'b10011000;
		4'b0011:segout<=8'b00001100;
		4'b0010:segout<=8'b00100100;
		4'b0001:segout<=8'b10011110;
		4'b0000:segout<=8'b00000010;
		default:segout<=8'b00000000;
	endcase
end
endmodule
module ps2_keyboard(clk,clrn,ps2_clk,ps2_data,data,nextdata_n,
                    ready,overflow);
    input clk,clrn,ps2_clk,ps2_data,nextdata_n;
    output [7:0] data;
    output reg ready;
    output reg overflow;      
    reg [9:0] buffer;         
    reg [7:0] fifo[7:0];      
    reg [2:0] w_ptr,r_ptr;    
    reg [3:0] count;   
    reg [2:0] ps2_clk_sync;
    always @(posedge clk) begin
        ps2_clk_sync <=  {ps2_clk_sync[1:0],ps2_clk};
    end
    wire sampling = ps2_clk_sync[2] & ~ps2_clk_sync[1]; 
    always @(posedge clk) begin
        if (clrn == 1) begin  
            count <= 0; 
            w_ptr <= 0; 
            r_ptr <= 0; 
            overflow <= 0;
            ready<= 0;
        end
        else begin
            if ( ready ) begin  
                if(nextdata_n == 1'b0)  
                begin
                    r_ptr <= r_ptr + 3'b1;
                    if(w_ptr==(r_ptr+1'b1))  
                        ready <= 1'b0;
                end
            end
            if (sampling) begin 
              if (count == 4'd10) begin  
                if ((buffer[0] == 0) &&   
                    (ps2_data)       &&   
                    (^buffer[9:1])) begin       
                    fifo[w_ptr] <= buffer[8:1];   
                    w_ptr <= w_ptr+3'b1;
                    ready <= 1'b1;
                    overflow <= overflow | (r_ptr == (w_ptr + 3'b1));
                end
                count <= 0;      
              end else begin  
                buffer[count] <= ps2_data;   
                count <= count + 3'b1;
              end
            end
        end
    end
    assign data = fifo[r_ptr];  
endmodule
module ps2_decoder(
	input [7:0] data,
	input clk,
	output reg [7:0] ascout);
	always@(posedge clk)begin
		case(data)
			8'b00001110:ascout=8'b01100000;  
			8'b00010110:ascout=8'b00110001;  
			8'b00011110:ascout=8'b00110010;  
			8'b00100110:ascout=8'b00110011;  
			8'b00100101:ascout=8'b00110100;  
			8'b00101110:ascout=8'b00110101;  
			8'b00110110:ascout=8'b00110110;  
			8'b00111101:ascout=8'b00110111;  
			8'b00111110:ascout=8'b00111000;  
			8'b01000110:ascout=8'b00111001;  
			8'b01000101:ascout=8'b00110000;  
			8'b01001110:ascout=8'b00101101;  
			8'b01010101:ascout=8'b00111101;  
			8'b01011101:ascout=8'b01011100;  
			8'b01100110:ascout=8'b00001000;  
			8'b00001101:ascout=8'b00001001;  
			8'b00010101:ascout=8'b01110001;  
			8'b00011101:ascout=8'b01110111;	 
			8'b00100100:ascout=8'b01100101;	 
			8'b00101101:ascout=8'b01110010;	 
			8'b00101100:ascout=8'b01110100;	 
			8'b00110101:ascout=8'b01111001;	 
			8'b00111100:ascout=8'b01110101;	 
			8'b01000011:ascout=8'b01101001;	 
			8'b01000100:ascout=8'b01101111;	 
			8'b01001101:ascout=8'b01110000;	 
			8'b01010100:ascout=8'b01011011;	 
			8'b01011011:ascout=8'b01011101;	 
			8'b01011000:ascout=8'b00001111;	 
			8'b00011100:ascout=8'b01100001;	 
			8'b00011011:ascout=8'b01110011;	 
			8'b00100011:ascout=8'b01100100;	 
			8'b00101011:ascout=8'b01100110;	 
			8'b00110100:ascout=8'b01100111;	 
			8'b00110011:ascout=8'b01101000;	 
			8'b00111011:ascout=8'b01101010;	 
			8'b01000010:ascout=8'b01101011;	 
			8'b01001011:ascout=8'b01101100;	 
			8'b01001100:ascout=8'b00111011;	 
			8'b01010010:ascout=8'b00100111;	 
			8'b01011010:ascout=8'b00001101;	 
			8'b00010010:ascout=8'b00001111;	 
			8'b00011010:ascout=8'b01111010;	 
			8'b00100010:ascout=8'b01111000;	 
			8'b00100001:ascout=8'b01100011;	 
			8'b00101010:ascout=8'b01110110;	 
			8'b00110010:ascout=8'b01100010;	 
			8'b00110001:ascout=8'b01101110;	 
			8'b00111010:ascout=8'b01101101;	 
			8'b01000001:ascout=8'b00101100;	 
			8'b01001001:ascout=8'b00101110;	 
			8'b01001010:ascout=8'b00101111;	 
			8'b00010100:ascout=8'b00010001;	 
			8'b00101001:ascout=8'b00100000;	 
			default:ascout=8'bxxxxxxxx;
		endcase
	end
endmodule
module top(
input clk,clrn,ps2_clk,ps2_data,
output reg [7:0] seg1,seg2,seg3,seg4,seg5,seg6,
output reg [1:0] ledout);
reg [7:0]data,ascout_reg,count;
reg overflow,ready,nextdata_n;
wire ready_p1,ready_p2;
reg ready_d1,ready_d2;
reg [7:0] key_value;
reg [7:0] key_count;
reg [2:0] key_current,key_next;
reg [7:0] data_d1;
reg [7:0] seg_data_0;
reg [7:0] seg_data_2;
parameter [2:0] key_press = 3'b100,key_loosen = 3'b010,key_loosen_previous = 3'b001;
always @(*) begin  
    seg_data_0 = key_value;
    seg_data_2 = key_count;
end
ps2_keyboard key (.clk(clk),.clrn(clrn),.ps2_clk(ps2_clk),.ps2_data(ps2_data),.data(data),.nextdata_n(nextdata_n),.ready(ready),.overflow(overflow));
assign ready_p1 = ready & !ready_d1;   
assign ready_p2 = ready_d1 & !ready_d2; 
always @(posedge clk or posedge clrn) begin  
    if(clrn) begin 
        ready_d1 <= 1'd0;
        ready_d2 <= 1'b0;
    end
    else begin
        ready_d1 <= ready;
        ready_d2 <= ready_d1;
    end
end
always @(posedge clk or posedge clrn) begin
    if(clrn) begin
        data_d1 <= 8'b0;
        nextdata_n <= 1'b1;
    end
    else if(ready_p1) begin  
        nextdata_n <= 1'b0;
        data_d1 <= data;
    end
    else begin
        data_d1 <= 8'b0;
        nextdata_n <= 1'b1;
    end
end
always @(posedge clk or posedge clrn) begin  
    if(clrn) key_current <= key_loosen;
    else key_current <= key_next;
end 
always @(negedge clk or posedge clrn) begin
    if(clrn) begin
        key_count <= 8'b0;
        key_value <= 8'b0;
        key_next <= key_loosen;
    end
    else if(ready_p2) begin 
        case(key_current)
            key_loosen: begin
                if(data_d1 == key_value) begin  
                    key_value <= key_value;
                    key_next <= key_current;
                    key_count <= key_count;
                end
                else begin  
                    key_value <= data_d1;
                    key_next <= key_press;
                    key_count <= key_count;
                end
            end
            key_press: begin 
                if(data_d1 == 8'hf0) begin  
                    key_value <= key_value;
                    key_next <= key_loosen_previous;
                    key_count <= key_count + 1'b1;
                end
                else if(data_d1 == key_value) begin  
                    key_value <= key_value;
                    key_next <= key_press;
                    key_count <= key_count;
                end
                else begin
                    key_value <= 8'h00;
                    key_next <= key_loosen;
                    key_count <= 8'b0;
                end
            end
            key_loosen_previous: begin
                if(data_d1 == key_value) begin
                    key_value <= 8'h00;
                    key_next <= key_loosen;
                    key_count <= key_count;
                end
                else begin 
                    key_value <= 8'b0;
                    key_next <= key_loosen;
                    key_count <= key_count;
                end
            end
            default: begin
                key_value <= 8'b0;
                key_next <= key_current;
                key_count <= key_count;
            end
        endcase
    end
    else begin
        key_count <= key_count;
        key_value <= key_value;
        case(key_current)
            key_loosen: key_next <= key_loosen;
            key_press: key_next <= key_press;
            key_loosen_previous: key_next <= key_loosen_previous;
            default: key_next <= key_loosen;
        endcase
    end
end
seg d1 (.in(seg_data_0[3:0]),.clk(clk),.segout(seg1));
seg d2 (.in(seg_data_0[7:4]),.clk(clk),.segout(seg2));
ps2_decoder decoder (.data(key_value),.clk(clk),.ascout(ascout_reg));
seg d3 (.in(ascout_reg[3:0]),.clk(clk),.segout(seg3));
seg d4 (.in(ascout_reg[7:4]),.clk(clk),.segout(seg4));
seg d5 (.in(seg_data_2[3:0]),.clk(clk),.segout(seg5));
seg d6 (.in(seg_data_2[7:4]),.clk(clk),.segout(seg6));
assign ledout={ready,overflow};
endmodule
==> run notes <==
Latest figures from synthesis and place and route.

The flow ran to the end, and the final reports show no timing, DRC or antenna violations. The cell at the slowest stage of the critical path is dfrtn_1. Setup violations remaining at the end of the flow were counted as 0.

On the final layout, the worst clock skew is 0.0504 ns. The launching element type of the critical path is a flip-flop. The total global routing track utilization is 0.122. The number of gates resized after CTS is 0. The number of global-route vias before repair was 5448. The first-iteration detailed-routing DRC count is 329. Summing over every cut layer, the via total after detailed routing is 5763.

The total clock buffers created by CTS is 17. Yosys reports a chip area of 8500 µm². The starting utilization of the core area is 0.305. The number of flip-flops under the largest register name is between 60 and 70.

The cell at the root of the clock tree is clkbuf_16. Setup repair after global routing left no endpoint under its margin. The mapped netlist covers 8500 µm². The remaining antenna violation count after routing is 0.

According to the floorplan report, the die height is 170 µm. The average wire per standard cell is between 10 and 15 µm. The region available for standard cell placement spans 27900 µm². The setup total negative slack is 0 ns.

The largest registers in the layout are key.fifo (64), key.buffer (10). The peak per-stage delay on the critical path is 0.76 ns. The most common flop cell mapped by yosys is edfxtp_1. The wire length of the first global-routing pass is 27700 µm. No sink is reached through more buffers than the 2 on the longest clock path.

The routed design ends up with an antenna cell count of 0. After clock tree synthesis, the setup repair step added 0 buffers. In the final layout, the share of cells above drive strength 1 is 0.124.

The final-layout fill cell count is between 2000 and 3000. In this run the full chip footprint comes out at 29000 µm². The reported net switching power is 1610 µW. Using the TritonRoute via totals, the vias-per-cell ratio works out to 4.70. Max-cap violations in this run came to 0. The placer congestion estimate is 0.882. For reference, the post-synthesis area per instance comes to 10.7 µm². The number of hold buffers added after cts is 0.

In this run the VDD rail shows a maximum IR drop of 0.231 mV. The end-of-flow core utilization is 0.359. According to the floorplan report, the die width is 170 µm.

The logs give a warning total of 57. On the critical path the largest part of the delay comes from flip-flops. The layout overhead on the synthesized area is 17.8%. The startpoint of the most critical hold path is key.ps2_clk_sync[0]$_DFF_P_. After detailed routing, the number of remaining DRC violations is 0. The power report attributes to the clock group a share of 0.282. The depth of the worst register-to-register path is 5.

The report lists the cells along the critical path as clkinv_1, a22o_1, a211oi_1, a21oi_1, o22ai_1. Data on the critical path arrives at its endpoint at approximately 4.6 ns. The endpoint type of the worst setup path is a flip-flop. The report gives the cell count of the worst hold path as 0. The synth_stat.txt file lists the number of cells as 791. The count of flip-flops with a built-in enable after synthesis is 74. The fraction of power spent switching nets is 0.321. The timing report notes that buffer and inverter cells on the critical path total 1. The worst-skew pair later-pin latency is 0.44 ns.

The register clock-pin slew on the reported worst setup and hold paths is 0.07 ns. According to the timing report, the data required time at the worst endpoint equals 4.85 ns. The worst setup slack for register-to-register paths is approximately 0.25 ns.

The critical path is of the reg2reg type. Recorded from the global router log, the overflow total was 0. The tree built by TritonCTS fans out to about 170 sinks. The fraction of synthesis flops using an asynchronous set or reset pin is 0.190.

The combined area of the multi-input logic cells is 3750 µm². The power report attributes to the sequential group a share of 0.399. For this design the top-level I/O count stands at 54.

The detailed router reported a total wirelength of 16400 µm. The slew of the pin with the lowest slew margin is 0.835 ns. The internal portion of the total power is 3390 µW.

The first TritonRoute pass finished after 5 iterations. For the worst reg-to-reg path, the startpoint reported by OpenROAD is key_value[3]$_DFFE_NP0P_. The yosys synthesis warning count is 5.

The worst flop-to-flop path endpoint is decoder.ascout[1]$_DFF_P_. Yosys mapped the design onto 69 distinct sky130hd cell types. In this run, synthesis produced a sequential element count of 174. Pins over their slew limit in the final report were tallied at 0. In this run the worst path has a maximum fanout of 19.

The end point of the most critical hold path is key.ps2_clk_sync[1]$_DFF_P_. The number of H-tree levels is 4. Per Yosys stat, the portion of area used by sequential elements is 0.517. The CTS tree is yes. The path type of the worst min-delay path is reg2reg. Power spread over the standard cell area amounts to about 500 nW/µm². The placed wire-length estimate is 11100 µm. The initial antenna violation count was 0.

The number of placement rows is roughly 61. key.fifo holds more flip-flops than any other register. The part of the power in combinational logic is 0.319. The worst pin sits at a relative slew slack of 0.443. Counting every instance in the synthesized netlist gives 791. Entering global routing, the biggest net connects 31 pins. In this run the static leakage power is around 0.0036 µW. As logged by OpenROAD, the buffers inserted on ports number 47. In the final report, the number of hold violations comes to 0.

The sequential cell area is 4390 µm².
## worst max-delay path by stage
stage                            start                        end  slack, ns  depth (start not counted)
CTS           key_value[3]$_DFFE_NP0P_  decoder.ascout[1]$_DFF_P_       0.31                          5
global route  key_value[3]$_DFFE_NP0P_  decoder.ascout[1]$_DFF_P_       0.10                          5
finish        key_value[3]$_DFFE_NP0P_  decoder.ascout[1]$_DFF_P_       0.25                          5
## cells in the mapped netlist (6+ instances only)
cell       n  area, µm²
nand2b_1  13       81.3
nor2b_1   12       75.1
buf_4      9       67.6
o21ai_0   64        320
xor2_1     6       52.6
a21oi_1   41        205
dfxtp_1   67       1340
dfrtn_1   18        450
edfxtp_1  74       2220
o211ai_1   6       45.0
mux4_2    18        405
mux2i_1   18        180
nand3_1   25        125
nor2_1    68        255
nor3_1    18       90.1
a31oi_1    9       56.3
o221ai_1   9       78.8
inv_1     27        101
clkbuf_1  29        109
a22o_1     8       70.1
nand2_1   67        251
mux2_2     6       67.6
xnor2_1   17        149
ha_1      41        513
nand3b_1   6       45.0
buf_2     13       65.1
dfrtp_1   12        300
## logic make-up after synthesis
family,count (synthesis),share of synthesized area
other cells,1,0.000441
simple gates,246,0.144
xor+xnor,25,0.0284
fa+ha+maj,41,0.0604
buf+inv,87,0.0443
mux,42,0.0769
compound gates,175,0.128
flops,174,0.517
## power groups by stage
stage     Combinational (µW)  Clock (µW)  Sequential, µW
6_report                1600        1410            1990
5_1_grt                 1800        1510            2030
4_1_cts                 1590        1440            1990
## per-layer routing
metal	track usage	up-vias	share of wire
met5	0	-	0
li1	-	2919	-
met4	0.0176	0	0.014
met2	0.195	161	0.47
met3	0.0322	21	0.059
met1	0.174	2662	0.45
## per-stage QoR
step | std cells | cell area [µm²] | hold slack [ns] | power (µW) | worst slack [ns]
global placement | 1195 | 9440 | 0.312 | 3620 | 0.300
floorplan | 796 | 8520 | 0.310 | 3070 | 0.0679
global route | 1227 | 10000 | 0.350 | 5340 | 0.105
detailed placement | 1195 | 9440 | 0.312 | 3610 | 0.288
CTS | 1227 | 10000 | 0.329 | 5030 | 0.310
finish | 1227 | 10000 | 0.328 | 5000 | 0.249
## placed cells by master, fill, tap and decap left out, types with 25 or more instances in the layout
master            n
edfxtp_1         74
nor2_1           68
nand2_1          67
dfxtp_1          67
o21ai_0          64
clkdlybuf4s50_1  47
a21oi_1          41
ha_1             41
buf_4            29
inv_1            27
nand3_1          25
## final cells by class
| class | instances | share of cell area |
|---|---|---|
| Sequential cell | 174 | 0.439 |
| Clock inverter | 12 | 0.00812 |
| Inverter | 30 | 0.0112 |
| Multi-Input combinational cell | 535 | 0.375 |
| Clock buffer | 21 | 0.0492 |
| Timing Repair Buffer | 77 | 0.0707 |
| Tap cell | 378 | 0.0472 |
Power is estimated from default activity; no workload was simulated.
