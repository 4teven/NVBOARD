==> flow/config.mk <==
export PLATFORM = sky130hd
export DESIGN_NAME = alu
export DESIGN_NICKNAME = alu
export VERILOG_FILES = /design/flow/design.v
export SDC_FILE = /design/flow/constraint.sdc
export NUM_CORES = 4
export LEC_CHECK = 1
export CORE_AREA = 10 10 70 70
export DIE_AREA = 0 0 80 80
==> flow/constraint.sdc <==
current_design alu

set clk_period 2.8
set clk_io_pct 0.2

create_clock -name clk0 -period $clk_period

set non_clock_inputs [all_inputs -no_clocks]
set_input_delay [expr $clk_period * $clk_io_pct] -clock clk0 $non_clock_inputs
set_output_delay [expr $clk_period * $clk_io_pct] -clock clk0 [all_outputs]
==> flow/design.v <==
module alu(
input [3:0]A,B, 
input [2:0]aluop, 
output reg [3:0] out, 
output reg overflow,cout,zero
);
always @(*) begin
    zero = 0;     
    carry = 0;    
    overflow = 0;  
    case (aluop)
        3'b000: begin  
            {cout, out} = A + B;   
            overflow = (A[3] == B[3]) && (out[3] != A[3]);  
        end
        3'b001: begin  
            {cout, out} = A - B;   
            overflow = (A[3] != B[3]) && (out[3] != A[3]);  
        end
        3'b110: begin  
            out =($signed(A) < $signed(B)) ? 4'b0001 : 4'b0000;
        end
        3'b111: begin  
            out = ($signed(A) < $signed(B)) ? 4'b0001 : 4'b0000;
        end
        default: begin
            out = 4'bx;  
            overflow = 1'bx;  
            cout = 1'bx;  
        end
    endcase
    zero = (out == 4'b0000);
end
endmodule
==> flow/run.sh <==
#!/bin/bash
# OpenROAD 26Q1-2900-gdf79404cd8, Yosys 0.63+post, stock flow scripts
make -C /OpenROAD-flow-scripts/flow DESIGN_CONFIG=/design/flow/config.mk WORK_HOME=/design/flow/orfs finish
==> Slide: Implementation Results <==
Physical Implementation Snapshot

Synthesis
  • Post-synth EDFFs: 0
  • Tally of unique sky130hd cells used after synthesis: 26
  • Ys flop type: dlxtn_1
  • FFs w/ async S/R, synth: 0%
  • YS chip area: between 400 and 500 sq um
  • Synth Instances: ~53
  • Synthesized registers: 1
  • Synth warnings: 3
  • Mean post-synth cell area: between 8 and 9 sq um
  • Mapped Area: 434 sq um
  • Cell count listed in synth_stat.txt: about 53

Global route
  • Global route total overflow: 0
  • Global-route usage over all layers: 4.48%
  • Number of global-route vias before repair: 545
  • Largest net degree at the start of global routing: 5
  • Initial antenna violation count: 0
  • First-pass GRT wire length: 2440 um

Final timing
  • Slew margin rel.: 67.8%
  • Setup Viol. Count Final: 0
  • Fmax: approximately 0.36 GHz
  • Tcrit/Tclk final: ~99%
  • Slew Limit Fails: 0
  • Fin worst setup slack: 22.1 ps
  • Endpoints left unconstrained: 2
  • RSZ-0062 raised after global routing: yes
  • Worst-margin pin slew: between 400 and 500 ps
  • Min Tclk post-route: 2780 ps
  • Hold_ws: around 1700 ps
  • Register pins left without a clock: 1
  • Hold Vio Cnt, Final: 0

Worst hold path
  • Hold path startpoint: B[0]
  • Hold crit path type: in2out

Floorplan
  • Die area: 6400 sq um
  • Num ports: 18
  • Die x size: about 80 um
  • Fp_density: about an eighth
  • Std cell rows: 21
  • Placeable Area: approximately 3400 sq um
  • Die height: 80 um

Routing
  • Iteration tally of the first detailed-router pass: 4
  • Vias: around 540
  • DRC: 0
  • DR top layer: met3
  • Vias/cell: approximately 3.8
  • DR WL/cell: roughly 11 um
  • M1 WL: 776 um
  • Final Routed Wirelength: roughly 1500 um
  • Iter 0 DRT Violations: 29
  • WL met3: between 60 and 70 um
  • Met2 wire length: 694 um
  • Post-DRT Antenna Nets: 0
  • Diodes inserted: 0

Pwr
  • Leakage power: 0.000426 uW
  • VDD IR max: 0.0785 mV
  • Pwr/cell area: roughly 200 nW/um^2

Finish
  • Design area: roughly 960 sq um
  • Max reg flops: 1
  • Area Overhead vs Synth: 122%
  • # fillers: approximately 350
  • Share of cells above drive strength 1: 62.1%

Worst setup path
  • Startpoint Class: input pin
  • Crit path from: B[2]
  • Delay-heaviest family, CP: buffers and inverters
  • CP max FO: 4
  • WS Path Type: in2out
  • Endpoint class of the critical path: output port
  • Worst EP arrival: about 2200 ps
  • WP buf/inv: 4
  • CP Data Required Time: between 2000 and 2500 ps
  • Crit path cell chain: clkdlybuf4s15_2 -> inv_2 -> ha_4 -> nor2_1 -> a21oi_2 -> a211o_1 -> o21ai_2 -> buf_4 -> clkdlybuf4s50_1
  • CP max-delay cell: clkdlybuf4s50_1
  • Crit path largest cell delay: 450 ps

Place
  • Post-DP HPWL: 1180 um
  • PortBufs: 18
  • DP Worst Slack: -619 ps
  • Gpl congestion: approximately 0.8
  • Area after DPL: 818 sq um

Run
  • Max-cap violations: 0
  • Log Warnings: 37

Clock tree
  • Hold buffers post-CTS: 0

Outcome
  • Status: finished, final reports clean
## power breakdown
group	internal (uW)	switching, uW
clock network	0	0
logic	109	77.6
registers	1.41	0.113
total	110	77.7
## Yosys cell counts (2+ instances only)
master    number  area [sq um]
nor2_1         7          26.3
a21oi_2        2          17.5
fa_1           2          40.0
inv_1          8          30.0
nand2_1        2          7.51
a21oi_1        3          15.0
o21ai_0        2          10.0
a221oi_1       2          17.5
ha_1           8           100
## per-stage QoR
stage / power [uW] / util, % / cells / TNS [ps]
after floorplan: 61.9 / - / 53 / 0
after global placement: 152 / 24.0 / 137 / -2850
after detailed placement: 154 / 24.0 / 137 / -2940
after CTS: 179 / 27.4 / 141 / 0
after global routing: 207 / 28.2 / 141 / -135
final: 188 / 28.2 / 141 / 0
## logic make-up (layout without fill, tap and decap cells)
kind of cell,Yosys count,after routing,share of synthesized area (%)
adder cells (fa/ha/maj),10,10,32.3
XOR/XNOR,2,2,4.04
latches,1,1,3.46
AND/OR/NAND/NOR,15,15,20.8
buffers and inverters,9,51,9.51
AND-OR/OR-AND,16,16,30.0
## layer usage
metal | vias up | global-route usage (%)
met2 | 12 | 7.38
met1 | 252 | 6.15
met3 | 0 | 1.02
met5 | - | 0
li1 | 275 | -
met4 | 0 | 0
## layout by cell type, fill, tap and decap left out, drive strengths merged, types with 2 or more instances in the layout
cell type / Yosys / layout
a221oi: 3 / 3
clkdlybuf4s50: 0 / 3
ha: 8 / 8
nor2: 7 / 7
o21ai: 3 / 3
a21oi: 5 / 5
dlygate4sd2: 0 / 6
clkdlybuf4s15: 0 / 5
inv: 8 / 8
buf: 1 / 27
fa: 2 / 2
nand2: 3 / 3
## timing repair
item | 4_1_cts | 5_1_grt
pin swaps | 12 | 3
gates resized | 49 | 9
endpoints found under the setup margin | 6 | 5
buffers inserted | 5 | 0
## cell type report
type,count,area (sq um),area share (%)
repair buffers,43,359,37.3
multi-input cells,43,502,52.1
flip-flops and latches,1,15.0,1.56
inverters,8,30.0,3.12
well taps,46,57.6,5.97
## path summary, 6_finish.rpt
check	depth (start not counted)	slack (ps)	end
hold / removal	5	1720	zero
setup / recovery	9	20	out[0]
Power and IR drop assume default switching activity.
